### flow/run.sh
#!/bin/bash
# OpenROAD 26Q1-2900-gdf79404cd8, Yosys 0.63+post, stock flow scripts
make -C /OpenROAD-flow-scripts/flow DESIGN_CONFIG=/design/flow/config.mk WORK_HOME=/design/flow/orfs finish
### flow/config.mk
export PLATFORM = sky130hd
export DESIGN_NAME = branch_addr_gen
export DESIGN_NICKNAME = branch_addr_gen
export VERILOG_FILES = /design/flow/design.v
export SDC_FILE = /design/flow/constraint.sdc
export NUM_CORES = 4
export LEC_CHECK = 1
export CORE_UTILIZATION = 30
### flow/constraint.sdc
current_design branch_addr_gen

set clk_period 22.5
set clk_io_pct 0.2

create_clock -name clk0 -period $clk_period

set non_clock_inputs [all_inputs -no_clocks]
set_input_delay [expr $clk_period * $clk_io_pct] -clock clk0 $non_clock_inputs
set_output_delay [expr $clk_period * $clk_io_pct] -clock clk0 [all_outputs]
### flow/design.v
`timescale 1ns / 1ps
module branch_addr_gen(
    input [31:0] PC, j, b, i, rs,
    output [31:0] jal, jalr, branch
    );
    assign jal = j + PC;
    assign jalr = i + rs;
    assign branch = b + PC;
endmodule
==> flow_metrics.env <==
# implementation run metrics
export IMPL_crit_required_ns=18.00
export IMPL_syn_to_final_growth_pct=62.3
export IMPL_setup_tns_ns=0
export IMPL_p_per_area_mw_per_mm2=32.1
export IMPL_yosysCellCount=626
export IMPL_status="finished, final reports clean"
export IMPL_period_used=0.564
export IMPL_n_clock_buffer=0
export IMPL_warning_count=32
export IMPL_critPathKind="input pin to primary output"
export IMPL_fp_util=0.307
export IMPL_vdd_drop_max_mv=0.0159
export IMPL_n_antenna_cell=0
export IMPL_antenna_found_initial=0
export IMPL_start_kind="input pin"
export IMPL_die_area_mm2=0.0154
export IMPL_worst_pin_slew_ns=0.706
export IMPL_synth_cellmix_compoundShare=0.345
export IMPL_synth_comb_largest_family="AND-OR/OR-AND gates"
export IMPL_yosys_cell_types_count=55
export IMPL_syn_inst=626
export IMPL_wl_per_cell_um=14.3
export IMPL_hpwlAfterDp_um=13400
export IMPL_io_buffers=256
export IMPL_rows=44
export IMPL_overflow=0
export IMPL_final_layout_size_suffix_gt1_frac=0.0148
export IMPL_place_congestion=0.976
export IMPL_cp_arrival_ns=8.18
export IMPL_holdPathStages=3
export IMPL_core_region_area_mm2=0.0145
export IMPL_design_seq_count=0
export IMPL_whs_ns=10.03
export IMPL_synth_simple_area_share=0.197
export IMPL_hp_class="input pin to primary output"
export IMPL_grt_pass1_wl_um=22900
export IMPL_post_cts_buffers=0
export IMPL_synth_area_mm2=0.00447
export IMPL_io_pins=256
export IMPL_die_y_um=124
export IMPL_first_iter_violations=294
export IMPL_dp_cells=1063
export IMPL_postRouteAntennaNets=0
export IMPL_ys_sh_xor=0.163
export IMPL_dr_pass1_iters=4
export IMPL_grt_usage=0.187
export IMPL_cts_hold_buf=0
export IMPL_grt_pass1_vias=4977
export IMPL_fa_ha_area_frac=0.274
export IMPL_ys_sh_mux=0.00252
export IMPL_die_w_um=124
export IMPL_cp_end_kind="primary output"
export IMPL_period_minus_slack_ns=12.68
export IMPL_yosysChipArea_mm2=0.00447
export IMPL_viasPerCell=5.16
export IMPL_num_vias=5487
export IMPL_crit_path_max_fanout=4
export IMPL_setup_viol=0
export IMPL_mostFrequentLayoutCells="clkdlybuf4s50_1 (256), ha_1 (93), a21oi_1 (73)"
export IMPL_maxCapViolCount=0
export IMPL_maxSlewHeadroom=0.523
export IMPL_lay_top_count="clkdlybuf4s50_1"
export IMPL_yosysSeqAreaShare=0
export IMPL_rsz0062_at_grt="no"
export IMPL_cts_resized=0
export IMPL_grt_max_degree=9
export IMPL_yosysWarnings=0
export IMPL_seqCellArea_um2=0
export IMPL_leakage_nw=3.15
export IMPL_stdcell_count=1063
export IMPL_max_freq_mhz=78.9
export IMPL_drt_drc_violations_left=0
export IMPL_hold_violations=0
export IMPL_wirelength_um=15200
export IMPL_drv_slew=0
export IMPL_postSynthAreaPerCell_um2=7.14
where the power goes:
part	switching (mW)	internal [mW]	leakage, nW
logic	0.0893	0.143	3.15
registers	0	0	0
clock network	0	0	0
worst paths after layout:
kind              start         end  slack (ns)
setup / recovery  PC[0]  branch[26]        9.82
hold / removal    rs[0]     jalr[0]       10.03
layer usage:
| layer | wire, um | GRT usage |
|---|---|---|
| met2 | 6660 | 0.306 |
| met5 | 0 | 0 |
| met4 | 142 | 0.0164 |
| met1 | 7200 | 0.270 |
| met3 | 1160 | 0.0243 |
synth_stat cells (all sizes together) (3+ instances only):
cell / number / share of area
o31ai: 3 / 0.0050
nand2: 47 / 0.040
a221o: 3 / 0.0070
nor2: 60 / 0.050
clkbuf: 3 / 0.0025
inv: 19 / 0.016
xnor2: 53 / 0.10
fa: 3 / 0.013
o22ai: 5 / 0.0070
nand3: 17 / 0.019
a211oi: 12 / 0.020
or3: 3 / 0.0053
a21oi: 75 / 0.086
o21a: 10 / 0.017
o21ai: 40 / 0.045
a41oi: 4 / 0.0078
nand2b: 7 / 0.0098
o2111ai: 3 / 0.0059
nand4: 7 / 0.0098
ha: 93 / 0.26
and3: 8 / 0.011
o21bai: 10 / 0.017
nor3b: 4 / 0.0067
a21o: 44 / 0.074
o211ai: 6 / 0.010
and2: 6 / 0.0087
a31oi: 6 / 0.0084
nor3: 8 / 0.0090
xor2: 30 / 0.059
nor2b: 8 / 0.011
or2: 4 / 0.0056
stage by stage:
step                      power [mW]  cell area, um2  worst slack (ns)   util
after floorplan                0.106            4470             11.15      -
after global placement         0.233            7250              9.96  0.499
after detailed placement       0.232            7250              9.87  0.499
after CTS                      0.234            7250              9.86  0.499
after global routing           0.257            7250              9.62  0.499
final                          0.232            7250              9.82  0.499
final cells by class:
class	count	area, um2
tap	184	230
fill	1383	7290
timing repair buffer	256	2560
inverter	19	71.3
multi-input combinational	604	4380
worst max-delay path, stage by stage:
cell	delay, ns
clkdlybuf4s50_1	0.44
ha_1	0.23
fa_1	0.41
a21oi_1	0.24
o22ai_1	0.14
o22ai_1	0.31
o41ai_1	0.19
a221o_1	0.42
o22ai_1	0.27
nor2_1	0.13
a41oi_1	0.25
xnor2_1	0.15
clkdlybuf4s50_1	0.50
logic make-up after synthesis:
family | after synthesis
simple gates | 185
buf+inv | 22
compound gates | 239
xor+xnor | 83
fa+ha+maj | 96
mux | 1
Power figures rest on the tool's default switching activity, not on a simulated workload.
