==> design/flow/run.sh <==
#!/bin/bash
# OpenROAD 26Q1-2900-gdf79404cd8, Yosys 0.63+post, stock flow scripts
make -C /OpenROAD-flow-scripts/flow DESIGN_CONFIG=/design/flow/config.mk WORK_HOME=/design/flow/orfs finish
==> design/flow/config.mk <==
export PLATFORM = sky130hd
export DESIGN_NAME = CSR
export DESIGN_NICKNAME = CSR
export VERILOG_FILES = /design/flow/design.v
export SDC_FILE = /design/flow/constraint.sdc
export NUM_CORES = 4
export LEC_CHECK = 1
export CORE_UTILIZATION = 50
==> design/flow/constraint.sdc <==
current_design CSR

set clk_period 4.3
set clk_io_pct 0.2

create_clock -name clk0 -period $clk_period [get_ports {CLK}]

set non_clock_inputs [all_inputs -no_clocks]
set_input_delay [expr $clk_period * $clk_io_pct] -clock clk0 $non_clock_inputs
set_output_delay [expr $clk_period * $clk_io_pct] -clock clk0 [all_outputs]
==> design/flow/design.v <==
`timescale 1ns / 1ps
module CSR(
    input CLK,
    input RST,
    input MRET_EXEC,         
    input INT_TAKEN,         
    input [11:0] ADDR,       
    input [31:0] PC,         
    input [31:0] WD,         
    input WR_EN,             
    output logic [31:0] RD,               
    output logic [31:0] CSR_MEPC=0,       
    output logic [31:0] CSR_MTVEC=0,      
    output logic CSR_MSTATUS_MIE          
    );
    logic [31:0] CSR_MSTATUS;
    typedef enum logic [11:0] {
        MSTATUS   = 12'h300,
        MTVEC     = 12'h305,
        MEPC      = 12'h341
    } csr_t;
    localparam MIE  = 3;     
    localparam MPIE = 7;     
    always_ff @ (posedge CLK) begin
        if (RST) begin
            CSR_MTVEC   <= 32'd0;
            CSR_MEPC    <= 32'd0;
            CSR_MSTATUS <= 32'd0;
      end
       if (WR_EN) begin
            case(ADDR)
                MSTATUS: CSR_MSTATUS <= WD;   
                MTVEC:   CSR_MTVEC   <= WD;   
                MEPC:    CSR_MEPC    <= WD;   
            endcase
       end
        if(INT_TAKEN) begin
            CSR_MEPC <= PC;                         
            CSR_MSTATUS[MPIE] <= CSR_MSTATUS[MIE];  
            CSR_MSTATUS[MIE] <= 1'b0;               
        end
        if(MRET_EXEC) begin
            CSR_MSTATUS[MIE] <= CSR_MSTATUS[MPIE];   
        end
    end
    assign CSR_MSTATUS_MIE = CSR_MSTATUS[MIE];
    always_comb begin
       case(ADDR)
            MTVEC:   RD = CSR_MTVEC;
            MEPC:    RD = CSR_MEPC;
            MSTATUS: RD = CSR_MSTATUS;
            default: RD = 32'd0;
       endcase
    end
endmodule
==> results.sh <==
# yosys + openroad results
export IMPL_track_usage=0.2876
export IMPL_drt_iter0_drc=200
export IMPL_synth_top_cell_by_count="dfxtp_1"
export IMPL_total_power_mw=1.762
export IMPL_top_area_frac=0.4083
export IMPL_syn2layout_area_growth_pct=45.61
export IMPL_numCtsBuffers=9
export IMPL_mappedNetlistArea_um2=4707
export IMPL_hold_path_class="flop to flop"
export IMPL_crit_type="input pin to output port"
export IMPL_yosysChipArea_um2=4707
export IMPL_port_buffers=177
export IMPL_grt_antenna_before_repair=0
export IMPL_edf_count=0
export IMPL_ys_cells=555
export IMPL_hpwl_mm=9.228
export IMPL_finalCritPeriodShare=0.9883
export IMPL_drc=0
export IMPL_ys_seq_share=0.4083
export IMPL_pin_count=178
export IMPL_sw_frac_of_total=0.2285
export IMPL_timing_rr_end="CSR_MSTATUS[3]$_DFF_P_"
export IMPL_worstHoldEndpoint="CSR_MSTATUS[6]$_DFF_P_"
export IMPL_yosysTopAreaCell="dfxtp_1"
export IMPL_rrSetupSlack_ns=3.39
export IMPL_crit_fanout=5
export IMPL_antenna_left=0
export IMPL_ir_drop_mv=0.1616
export IMPL_async_flop_share=0
export IMPL_cap_viol_max_count=0
export IMPL_cts_buffer_depth=2
export IMPL_combinationalPowerShare=0.115
export IMPL_maxSlewHeadroom=0.5454
export IMPL_crit_path_max_incr_delay_ns=0.54
export IMPL_p_switching_mw=0.4026
export IMPL_min_delay_start="CSR_MSTATUS[6]$_DFF_P_"
export IMPL_tritoncts="built"
export IMPL_path_clk_slew_ns=0.09
export IMPL_worst_r2r_path_depth=3
export IMPL_outcome="finished, final reports clean"
export IMPL_grt_max_degree=68
export IMPL_max_clock_freq_mhz=235.3
export IMPL_yosys_warnings=1
export IMPL_powerDensity_nw_per_um2=257.0
export IMPL_setup_viol=0
export IMPL_grt_pass1_wl_mm=21.62
export IMPL_fp_util=0.5118
export IMPL_p_int_mw=1.359
export IMPL_clkSinkCount=96
export IMPL_grt_pass1_vias=4268
export IMPL_routed_wirelength_mm=13.83
export IMPL_n_antenna_cell=0
export IMPL_hold_depth=2
export IMPL_die_area_um2=9806
export IMPL_wl_per_cell_um=16.62
export IMPL_rows=35
export IMPL_core_um2=9196
export IMPL_die_y_um=99.03
export IMPL_ctsRootBufferMaster="clkbuf_8"
export IMPL_area_leaders="dfxtp_1, nand2b_1, a221o_1"
export IMPL_detailedRoute_firstPassIterationCount=5
export IMPL_tightest_slew_ns=0.6818
export IMPL_gp_congestion=0.8293
export IMPL_required_ns=3.44
export IMPL_flop_cell="dfxtp_1"
export IMPL_clockPowerShare=0.356
export IMPL_drive_above_1_share=0.08877
export IMPL_hold_slack_ns=0.4783
export IMPL_setup_worst_path_end_class="output port"
export IMPL_final_min_clock_period_ns=4.249
export IMPL_final_area_um2=6854
export IMPL_placed_area_um2=6579
export IMPL_crit_chain="clkdlybuf4s50_1 -> or4_4 -> or4_4 -> nor3_4 -> buf_6 -> buf_6 -> a221o_1 -> clkdlybuf4s50_1"
export IMPL_p_leak_nw=2.507
export IMPL_h_tree_depth=3
export IMPL_utilization=0.7453
export IMPL_routed_via_density=5.680
export IMPL_die_w_um=99.03
export IMPL_top_cells_by_count="dfxtp_1, nand2_1, nand2b_1"
export IMPL_warnings=26
export IMPL_ys_flops=96
export IMPL_fin_tns_setup_ns=0
export IMPL_hold_viol_final=0
export IMPL_seqPwrFrac=0.528
export IMPL_hold_buffers=0
export IMPL_finClkSkew_ns=0.0001689
export IMPL_r2r_start="CSR_MSTATUS[3]$_DFF_P_"
export IMPL_startpoint_type="input pin"
export IMPL_grt_overflow=0
export IMPL_slowest_stage="or4_4"
export IMPL_syn_inst=555
export IMPL_worstSkewPairLatency_ns=0.35
export IMPL_syn_area_per_cell_um2=8.481
export IMPL_num_vias=4726
export IMPL_yosysUniqueCellTypes=34
export IMPL_cp_arrival_ns=3.39
export IMPL_drv_slew=0
[power by group through the flow]
stage / combinational [mW] / clock (mW) / sequential, mW
finish: 0.203 / 0.628 / 0.931
global route: 0.220 / 0.670 / 0.934
CTS: 0.203 / 0.637 / 0.931
[cell usage in the layout, fill, tap and decap left out, types with 10 or more instances in the layout]
master | netlist | routed
o21ai_0 | 52 | 52
o311ai_1 | 28 | 28
inv_1 | 31 | 31
dfxtp_1 | 96 | 96
clkbuf_8 | 0 | 12
o21ai_2 | 10 | 10
o211ai_1 | 34 | 34
buf_4 | 2 | 20
a221o_1 | 32 | 32
nand3_1 | 32 | 32
and2_1 | 26 | 26
nand2_1 | 66 | 66
clkdlybuf4s50_1 | 0 | 173
nand2b_1 | 59 | 59
[area by class of cell]
class | instances | area, um^2
fill | 674 | 2342
sequential | 96 | 1922
multi-input combinational | 374 | 2444
clock buffer | 12 | 165.2
inverter | 31 | 116.4
timing repair buffer | 204 | 2017
tap | 111 | 138.9
clock inverter | 4 | 51.30
[registers in the layout, summed over array words and instances (netlist names)]
name,count
CSR_MEPC,32
CSR_MSTATUS,32
CSR_MTVEC,32
[cells by family (layout without fill, tap and decap cells)]
family,after synthesis,in the layout,synth area share
simple gates,213,213,0.2568
compound gates,160,160,0.2547
flops,96,96,0.4083
buf+inv,85,251,0.07815
mux,1,1,0.002127
[metal layers]
| metal | GRT usage | up-vias | share of wire |
|---|---|---|---|
| met2 | 0.4465 | 195 | 0.45 |
| met4 | 0.04707 | 0 | 0.017 |
| met3 | 0.06421 | 17 | 0.076 |
| met1 | 0.4348 | 2219 | 0.46 |
| met5 | 0 | - | 0 |
| li1 | - | 2295 | - |
[metrics by stage]
step | cells | setup WS (ns)
4_1_cts | 829 | 0.002108
3_5_place_dp | 813 | 0.01594
6_report | 832 | 0.05050
2_1_floorplan | 555 | 1.012
3_3_place_gp | 813 | 0.04752
5_1_grt | 832 | -0.01360
[critical path, delay by kind of cell]
family | cells | cell delay [ns]
simple gates | 3 | 1.22
buf+inv | 4 | 1.15
compound gates | 1 | 0.17
[how the worst max path moves through the flow]
stage,from,slack [ns],end,cells after the start
4_1_cts,ADDR[3],0.002,RD[29],7
5_1_grt,ADDR[4],-0.01,RD[25],8
6_report,ADDR[4],0.05,RD[25],8
[what timing repair did]
action                     4_1_cts  5_1_grt
buffers inserted                 0        2
resized                          0       10
setup endpoints to repair        0       32
