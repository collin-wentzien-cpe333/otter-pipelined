==> flow/design.v <==
`timescale 1ns / 1ps
module ALU(
    input [31:0] a, b,
    input [3:0] ALU_FUN,
    output reg [31:0] c
    );
    always_comb begin
        case(ALU_FUN)
            4'b0000: c = a + b;  
            4'b1000: c = a - b;  
            4'b0110: c = a | b;  
            4'b0111: c = a & b;  
            4'b0100: c = a ^ b;  
            4'b0101: c = a >> b[4:0];  
            4'b0001: c = a << b[4:0];  
            4'b1101: c = $signed(a) >>> b[4:0];  
            4'b0010: c = $signed(a) < $signed(b);  
            4'b0011: c = a < b;  
            4'b1001: c = a;  
            default: c = 32'hDEADBEEF;  
        endcase
    end
endmodule
==> flow/run.sh <==
#!/bin/bash
# OpenROAD 26Q1-2900-gdf79404cd8, Yosys 0.63+post, stock flow scripts
make -C /OpenROAD-flow-scripts/flow DESIGN_CONFIG=/design/flow/config.mk WORK_HOME=/design/flow/orfs finish
==> flow/config.mk <==
export PLATFORM = sky130hd
export DESIGN_NAME = ALU
export DESIGN_NICKNAME = ALU
export VERILOG_FILES = /design/flow/design.v
export SDC_FILE = /design/flow/constraint.sdc
export NUM_CORES = 4
export LEC_CHECK = 1
export CORE_UTILIZATION = 30
==> flow/constraint.sdc <==
current_design ALU

set clk_period 21.5
set clk_io_pct 0.2

create_clock -name clk0 -period $clk_period

set non_clock_inputs [all_inputs -no_clocks]
set_input_delay [expr $clk_period * $clk_io_pct] -clock clk0 $non_clock_inputs
set_output_delay [expr $clk_period * $clk_io_pct] -clock clk0 [all_outputs]
==> flow_summary_export.csv <==
group,metric,value,unit
clock_tree,hold_buffers,0,
yosys,area_leaders,"ha_1 (14%), mux4_2 (10%), a21oi_1 (7.7%)",
routing,drc,0,
die,io_pins,100,
final_timing,worstMarginPinSlew,0.838,ns
grt,track_usage,0.267,
die,die_x,173,um
yosys,yosysUniqueCellTypes,75,
final_timing,setup_viol,0,
yosys,fa_ha_area_frac,0.145,
yosys,synthAoiAreaFrac,0.363,
critical_path,worstPathArrival,8.76,ns
finish,drive_gt1_frac,0.0797,
routing,drt_first_pass_iters,7,
routing,routed_wirelength,40.9,mm
grt,grt_max_degree,77,
yosys,most_common_cell,"nor2_1",
grt,antenna_found_initial,0,
yosys,syn_avg_cell_area,6.54,um^2
clock_tree,post_cts_buffers,0,
yosys,yosysWarnings,1,
die,die_h,173,um
grt,grt_pass1_vias,9841,
routing,drt_iter0_markers,1355,
yosys,synthMuxAreaShare,0.155,
flow_run,tool_warnings,99,
finish,stdcell_area,10100,um^2
die,num_rows,62,
final_timing,min_period,13.06,ns
yosys,ys_area,8820,um^2
placement,numPortBuffers,100,
placement,hpwl,31.5,mm
finish,nClkBuffers,0,
power_and_ir_drop,leakage,4.04,nW
yosys,synth_area_leader_cell,"ha_1",
routing,wl_per_cell,23.3,um
final_timing,fmax,76.5,MHz
critical_path,crit_fanout,60,
power_and_ir_drop,power_density,26.8,nW/um^2
yosys,synthTopLogicFamily,"AND-OR/OR-AND gates",
finish,area.growth.synth_to_final,14.4,%
critical_path,path_class,"in -> out",
run_status,status,"finished clean",
routing,vias,10681,
final_timing,finalCritPeriodShare,0.608,
power_and_ir_drop,ir_drop,0.0000135,V
critical_path,start_kind,"input port",
die,fp_util,0.306,
routing,viasPerCell,6.10,
finish,flop-count,0,
yosys,synth_xor_xnor_area_share,0.0288,
routing,ant_nets,0,
finish,regArea,0,um^2
yosys,postSynthSeqShare,0,
yosys,ys_cells,1349,
final_timing,rsz0062_at_grt,"no",
final_timing,timing.final.hold_violations,0,
critical_path,cp-end-kind,"output port",
final_timing,maxSlewHeadroom,0.438,
yosys,ys_sh_simple,0.214,
final_timing,final-max-slew-violation-count,0,
die,coreArea,28800,um^2
critical_path,required,17.20,ns
placement,post-place-ws,8.52,ns
final_timing,worst_slack,8.44,ns
clock_tree,ctsResizeCount,0,
grt,grt-ovfl-total,0,
die,dieArea,30100,um^2
finish,nFillCells,3036,
yosys,synth_top_area_share,0.140,
grt,grt_first_pass_wirelength,60.9,mm
final_timing,tns,0,ns
flow_run,maxCapViolCount,0,
yosys,netlist_top_cells_count,"nor2_1 (180), a21oi_1 (136), o21ai_0 (120), nand2_1 (104), ha_1 (99)",
placement,gp_congestion,1.01,
routing,antenna-diode-count,0,
placement,dpl-instance-area,10100,um^2
yosys,syn_inst,1349,
min_path,hp-class,"in -> out",
yosys,syn-cell-area,8820,um^2
-- final timing paths --
kind	from	endpoint	slack, ns	depth (start not counted)
max	b[4]	c[31]	8.44	14
min	ALU_FUN[3]	c[12]	9.80	5
-- cell usage in the layout (no fill, tap or decap), types with 10 or more instances in the layout --
| cell type | Yosys | final |
|---|---|---|
| a22oi_1 | 26 | 26 |
| o211ai_1 | 18 | 18 |
| a31oi_1 | 14 | 14 |
| or3_1 | 15 | 15 |
| a221oi_1 | 12 | 12 |
| buf_4 | 0 | 34 |
| o31ai_1 | 12 | 12 |
| xnor2_1 | 24 | 24 |
| o2111ai_1 | 18 | 18 |
| a21oi_1 | 136 | 136 |
| clkdlybuf4s50_1 | 0 | 94 |
| mux2i_1 | 38 | 38 |
| ha_1 | 99 | 99 |
| a211oi_1 | 13 | 13 |
| o21ai_0 | 120 | 120 |
| nand2_1 | 104 | 104 |
| nor2_1 | 180 | 180 |
| o21bai_1 | 10 | 10 |
| inv_1 | 98 | 97 |
| nand3_1 | 33 | 33 |
| o22ai_1 | 13 | 13 |
| a21o_1 | 11 | 11 |
| nand2b_1 | 15 | 15 |
| nor3_1 | 40 | 37 |
| mux4_2 | 41 | 41 |
-- cell type report --
cell class	instances	area [um^2]	area share
multi-input cells	1135	8010	0.794
repair buffers	133	1220	0.121
inverters	100	375	0.0372
well taps	384	480	0.0476
-- power by group --
group,switching [mW],internal [mW]
sequential,0,0
clock,0,0
combinational,0.162,0.108
-- per-layer routing --
metal	vias to the layer above	track usage	share of wire
li1	5005	-	-
met1	5103	0.405	0.45
met2	526	0.404	0.44
met3	47	0.0389	0.082
met4	0	0.0483	0.020
met5	-	0	0
-- metrics by stage --
step,hold WS [ns],instances,utilization,power (mW)
final,9.80,1752,0.350,0.270
after global routing,9.86,1752,0.350,0.290
after CTS,9.78,1752,0.350,0.265
after detailed placement,9.77,1752,0.350,0.263
after global placement,9.78,1752,0.350,0.264
after floorplan,8.68,1349,-,0.165
-- worst max-delay path, stage by stage --
cell and delay (ns):
buf_2 0.08, buf_4 0.51, clkinv_1 0.54, ha_1 0.58, nand2_1 0.12, o32ai_1 0.37, nor4_1 0.13, nor3_1 0.50
a41oi_1 0.27, o21ai_0 0.33, a221oi_1 0.14, xnor2_1 0.14, a211o_1 0.31, clkdlybuf4s50_1 0.41
-- cells by family (layout without fill, tap and decap cells) --
kind of cell	after synthesis	in the layout
mux	85	85
buf+inv	214	233
xor+xnor	29	29
fa+ha+maj	101	101
simple gates	429	429
compound gates	491	491
Power is estimated from default activity; no workload was simulated.
